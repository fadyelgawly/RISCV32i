--- ./config.mk ---
export PLATFORM = sky130hd
export DESIGN_NAME = ALU
export DESIGN_NICKNAME = ALU
export VERILOG_FILES = /design/flow/design.v
export SDC_FILE = /design/flow/constraint.sdc
export NUM_CORES = 4
export LEC_CHECK = 1
export CORE_UTILIZATION = 50
--- ./constraint.sdc ---
current_design ALU

set clk_period 16.9
set clk_io_pct 0.2

create_clock -name clk0 -period $clk_period

set non_clock_inputs [all_inputs -no_clocks]
set_input_delay [expr $clk_period * $clk_io_pct] -clock clk0 $non_clock_inputs
set_output_delay [expr $clk_period * $clk_io_pct] -clock clk0 [all_outputs]
--- ./design.v ---
`timescale 1ns / 1ps
module ALU (A, B, Result, ALUSel, ZFlag, SignFlag);
	reg [31:0] y;
	input [31:0] A, B;
	input [3:0] ALUSel;
	output reg [31:0] Result;
	output SignFlag;
	assign SignFlag = Result[31];
	output ZFlag;
	assign ZFlag = (Result==32'b0);
always @ (*) begin
	case (ALUSel)
		0: Result = A + B;  
		1: Result = A - B;  
		2: Result = A << B ;  
		3: if (A == B) begin Result=0; end
	else if (A < B) begin Result = 1; end
	else begin Result = 0; end        
		4: Result = $unsigned(A) < $unsigned(B)  ;  
		5: Result = A ^ B;  
		6: Result = A >> B;   
		7: Result = $signed(A) >>> B;  
		8: Result = A | B;  
		9: Result = A & B;  
		10: if (A == B) begin Result=1; end
    else begin Result =0; end        
		11: if (A == B) begin Result=0; end
    else begin Result =1; end        
		12: if (A > B) begin Result=1; end
    else if (A == B) begin Result =1; end       
    else begin Result=0; end
default Result = -1;
endcase
end
endmodule 
module ControlUnit(clk, rst, instructionWord, MemReg, MemWr,Branch, BranchSelect,ALU_ctrl, ALU_src, RegD, Regwr, rs1, rs2, rd);
    input clk, rst;
    input [31:0] instructionWord;
    reg [6:0] op, func7;            
    reg [2:0] func3; 
    output reg MemReg, MemWr, Branch, ALU_src, Regwr;
	 output reg [1:0] BranchSelect;
    output reg [3:0] ALU_ctrl;
    output reg [4:0] RegD;
	 output [4:0] rs1, rs2, rd; 
	assign rs1 = instructionWord[19:15]; 
	 assign rs2 = instructionWord[24:20];
	 assign rd = instructionWord[11:7];
    always @(*) begin	 
		func7   <= instructionWord[31:25];
		func3 <= instructionWord[14:12];
		op   <= 	instructionWord[6:0];
        if (!rst) begin 
            if (op == 7'b0110011) begin 
                if (func3 == 3'd0 ) begin
                    if (func7 == 0) begin  MemReg= 0;  MemWr=0;  Branch=0; BranchSelect=0;   ALU_ctrl= 0;  ALU_src=0; RegD=0;  Regwr=1; end 
                    else begin             MemReg= 0;  MemWr=0;  Branch=0; BranchSelect=0;  	ALU_ctrl= 1;  ALU_src=0; RegD=0;  Regwr=1; end 
                end
                if (func3 == 3'd1) 	begin MemReg= 0; 	MemWr=0;Branch=0; BranchSelect=0;ALU_ctrl= 2; ALU_src=0; RegD=0; Regwr=1;end   
                if (func3 == 3'd2)	begin MemReg= 0; 	MemWr=0;Branch=0; BranchSelect=0;ALU_ctrl= 3; ALU_src=0; RegD=0; Regwr=1; end 
                if (func3 == 3'd3) 	begin MemReg= 0; 	MemWr=0;Branch=0; BranchSelect=0;ALU_ctrl= 4; ALU_src=0; RegD=0; Regwr=1; end  
                if (func3 ==3'd4)  	begin MemReg= 0; 	MemWr=0;Branch=0; BranchSelect=0;ALU_ctrl= 5; ALU_src=0; RegD=0; Regwr=1;end  
                if (func3 ==3'd5)	begin
							if (func7 ==7'd0) 
												begin MemReg= 0; MemWr=0;Branch=0; BranchSelect=0;ALU_ctrl= 6; ALU_src=0; RegD=0; Regwr=1; end  
                    else 				begin MemReg= 0; MemWr=0;Branch=0; BranchSelect=0;ALU_ctrl= 7; ALU_src=0; RegD=0; Regwr=1; end 
                end
                if (func3 ==3'd6 ) begin  MemReg= 0; MemWr=0;Branch=0; BranchSelect=0;ALU_ctrl= 8; ALU_src=0; RegD=0; Regwr=1; end 
                if (func3 ==3'd7 ) begin  MemReg= 0; MemWr=0;Branch=0; BranchSelect=0;ALU_ctrl= 9; ALU_src=0; RegD=0; Regwr=1; end 
            end
            if (op ==7'b0010011) begin  
                if (func3 == 3'd0 ) begin 	MemReg= 0; MemWr=0;Branch=0; BranchSelect=0;ALU_ctrl= 0; ALU_src=1; RegD=0; Regwr=1; end 
                if (func3 == 3'd2 ) begin 	MemReg= 0; MemWr=0;Branch=0; BranchSelect=0;ALU_ctrl= 3; ALU_src=1; RegD=0; Regwr=1; end 
                if (func3 == 3'd3 ) begin 	MemReg= 0; MemWr=0;Branch=0; BranchSelect=0;ALU_ctrl= 4; ALU_src=1; RegD=0; Regwr=1; end 
                if (func3 == 3'd4 ) begin 	MemReg= 0; MemWr=0;Branch=0; BranchSelect=0;ALU_ctrl= 5; ALU_src=1; RegD=0; Regwr=1; end 
                if (func3 == 3'd6 ) begin 	MemReg= 0; MemWr=0;Branch=0; BranchSelect=0;ALU_ctrl= 8; ALU_src=1; RegD=0; Regwr=1; end 
                if (func3 == 3'd7 ) begin 	MemReg= 0; MemWr=0;Branch=0; BranchSelect=0;ALU_ctrl= 9; ALU_src=1; RegD=0; Regwr=1; end 
                if (func3 == 3'd1 ) begin 	MemReg= 0; MemWr=0;Branch=0; BranchSelect=0;ALU_ctrl= 2; ALU_src=1; RegD=0; Regwr=1; end 
                if (func3 == 3'd5 ) begin 
                  if (func7 == 7'd0) begin  
														MemReg= 0; MemWr=0;Branch=0; BranchSelect=0;ALU_ctrl= 6; ALU_src=1; RegD=0; Regwr=1; end  
                    else begin            MemReg= 0; MemWr=0;Branch=0; BranchSelect=0;ALU_ctrl= 7; ALU_src=1; RegD=0; Regwr=1; end   
                end
            end
        end
        else begin
        end
    end
endmodule
module RegFile( clk,rst, R1, R2, wd, rs1, rs2, rd, writeEnable, view, out);
    input clk, rst;
    output[31:0] R1, R2;   
    input[31:0] wd;         
    input[4:0] rs1, rs2, rd;     
    input writeEnable;          
    reg[31:0] RegFile[31:0];  
	 input [4:0] view;
	 output  [31:0] out;
    assign R1 = RegFile[rs1];
    assign R2 = RegFile[rs2];
	 assign out = RegFile[view];
    always @ (posedge clk) begin
        if(!rst) if(writeEnable) RegFile[rd] = wd;  
        RegFile[0] = 0;
    end
endmodule
--- ./run.sh ---
#!/bin/bash
# OpenROAD 26Q1-2900-gdf79404cd8, Yosys 0.63+post, stock flow scripts
make -C /OpenROAD-flow-scripts/flow DESIGN_CONFIG=/design/flow/config.mk WORK_HOME=/design/flow/orfs finish
==> ci_impl_report.md <==
## Implementation flow summary

| Metric | Value |
|---|---|
| Cell total in the yosys stat output | `~1600` |
| CTS Hold Bufs | `0` |
| Power density normalized to cell area | `around 34 mW/mm2` |
| Die outline height | `roughly 150 um` |
| Fillers | `2033` |
| Number of design-rule violations left by the first detailed-router iteration | `2099` |
| Max Clock Freq | `approximately 76 MHz` |
| Final total negative setup slack | `0 ns` |
| Maximum number of pins on one net before global-route repair | `61` |
| Final number of setup-violating endpoints | `0` |
| Total iterations of the first detailed-routing run | `8` |
| Number of port buffers | `roughly 100` |
| Shortest period the worst path allows | `~13 ns` |
| Worst Path Max Fanout | `22` |
| Worst Setup End Kind | `output pin` |
| Kind of critical path | `input port to output pin` |
| Total count of max-transition violations in the final report | `0` |
| Top cell type's share of synthesized area | `0.1159` |
| Worst relative slew slack | `0.1074` |
| Netlist Area Pre-Place | `roughly 0.011 mm2` |
| Wire length of the first global-routing pass | `around 85000 um` |
| Data arrival at the endpoint of the critical path | `about 9.8 ns` |
| Critical path startpoint category | `input port` |
| Total Routed Length | `roughly 58000 um` |
| Number of sequential cells | `0` |
| Core area | `~0.021 mm2` |
| Maximum ir drop on the vdd rail | `about 0.023 mV` |
| Synthesized area divided by synthesized cell count | `slightly below 7 um2` |
| Number of rows in the core area | `53` |
| Initial antenna violation count | `3` |
| Post-detailed-route via-to-cell ratio | `slightly below 8` |
| Overall power after layout | `between 400 and 500 uW` |
| Seq. cell area | `0 um2` |
| Most frequent cell after synthesis | `a21oi_1` |
| Yosys stat area | `about 0.011 mm2` |
| Post-CTS setup-driven buffer insertion count | `0` |
| Total die area | `about 0.022 mm2` |
| Unrepaired setup endpoints after global routing | `false` |
| Cells after synthesis | `1573` |
| Outcome | `completed` |
| Vias after detailed routing | `approximately 14000` |
| Total tool warning count | `a little over 100` |
| Class of the tightest hold or removal check | `input port to output pin` |
| Distinct cell type count of the synthesized netlist | `around 94` |
| Data required time at the worst endpoint | `roughly 14 ns` |
| Commonest cells post-synth | `a21oi_1 (135), nor2_1 (131), nand2_1 (126)` |
| Drt wl/cell | `~31 um` |
| Gr usage total | `0.5290` |
| Tcrit/Tclk final | `0.7796` |
| Synth warn | `1` |
| Placer congestion estimate | `roughly 1.3` |
| Actual slew at the worst max-slew pin | `approximately 1.3 ns` |
| Number of nets with antenna violations after routing | `0` |
| Max-cap viol count | `0` |
| Min-Delay Path Depth | `6` |
| Global route overflow | `0` |
| Half-perimeter wire length of the detailed placement result | `44370 um` |
| Cell type contributing the most total cell area after synthesis | `ha_1` |
| HP Start | `B[3]` |
| Sequential cell area fraction in the yosys report | `0` |
| Layout Area Growth over Synthesis | `10.25%` |
| Number of global-route vias before repair | `approximately 13000` |
| Share of cells above drive strength 1 | `0.1004` |
| Worst-case hold path end point | `Result[4]` |
| Hold Violations, Final | `0` |
| P_leak | `between 0.004 and 0.005 uW` |
| X dimension of the die | `149.6 um` |
| DRC Markers | `0` |
| Cell area leaders | `ha_1 (12%), mux4_2 (11%), a21oi_1 (6.2%)` |
| Number of clock buffers in the layout | `0` |
| Num ports | `around 100` |
| Init Core Util | `0.5136` |
| Quantity of gates resized following cts | `0` |
| Diodes inserted | `0` |
cells in the final DEF, fill, tap and decap left out, drive strengths merged, types with 21 or more instances in the layout:
cell	synthesis	final
nor4	21	21
inv	99	99
o21ai	108	108
mux4	53	53
nor3	47	47
mux2i	54	54
buf	39	46
nand3	52	52
clkdlybuf4s50	0	98
nand2	126	126
nor2b	23	23
nor2	132	132
mux2	29	29
ha	101	101
a21oi	135	135
o211ai	28	28
worst max-delay path, cell delays in order:
cell and delay (ns):
clkdlybuf4s50_1 0.45, buf_4 0.28, clkinv_1 0.36, ha_1 0.51
inv_1 0.10, a221oi_1 0.55, nand2_1 0.25, a2111oi_0 0.60
mux2i_1 0.27, nand4b_1 0.14, or4_1 0.55, nor4_1 0.47
nand4b_1 0.18, or4_1 0.45, or4b_1 0.54, nor4_2 0.23
clkdlybuf4s50_1 0.49
power breakdown:
part           switching (uW)  internal (uW)
registers                   0              0
clock network               0              0
logic                     258            154
total                     258            154
metal layers:
layer,share of wire,GRT usage
met5,0.00060,0.002273
met4,0.075,0.2878
met3,0.17,0.2205
met2,0.39,0.7271
met1,0.37,0.6987
through the flow:
step	hold slack (ns)	utilization	cells	instance area [um2]	setup slack (ns)
after floorplan	6.994	-	1573	10900	5.459
after global placement	8.012	0.5663	1858	12020	3.986
after detailed placement	7.991	0.5663	1858	12020	3.927
after CTS	8.011	0.5663	1858	12020	3.910
after global routing	8.133	0.5663	1858	12020	3.514
final	8.060	0.5663	1858	12020	3.726
cells by family after synthesis:
group,count (synthesis),synth area share
xor+xnor,7,0.005625
compound gates,561,0.3501
mux,136,0.1891
fa+ha+maj,103,0.1196
simple gates,531,0.2481
buf+inv,235,0.08748
final cells by class:
class / instances / area, um2 / share of cell area
inverter: 101 / 379.1 / 0.03155
multi-input combinational: 1338 / 9972 / 0.8299
timing repair buffer: 144 / 1321 / 0.1100
tap: 275 / 344.1 / 0.02863
worst max-delay path by stage:
stage / startpoint / slack, ns / end / cells after the start
4_1_cts: B[4] / 3.91 / ZFlag / 17
5_1_grt: B[4] / 3.51 / ZFlag / 17
6_report: B[4] / 3.73 / ZFlag / 17
Power is estimated from default activity; no workload was simulated.
