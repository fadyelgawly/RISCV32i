===== config.mk =====
export PLATFORM = sky130hd
export DESIGN_NAME = MulDisp
export DESIGN_NICKNAME = MulDisp
export VERILOG_FILES = /design/flow/design.v
export SDC_FILE = /design/flow/constraint.sdc
export NUM_CORES = 4
export LEC_CHECK = 1
export CORE_UTILIZATION = 30

===== constraint.sdc =====
current_design MulDisp

set clk_period 5.1
set clk_io_pct 0.2

create_clock -name clk0 -period $clk_period [get_ports {clk}]

set non_clock_inputs [all_inputs -no_clocks]
set_input_delay [expr $clk_period * $clk_io_pct] -clock clk0 $non_clock_inputs
set_output_delay [expr $clk_period * $clk_io_pct] -clock clk0 [all_outputs]

===== design.v =====
`timescale 1ns/1ns
module clkDiv(clk, clkA, clkB, en, rst);
parameter n= 50;
parameter k= 1;
parameter t = 2;
input clk, rst, en;
output reg clkA, clkB;
reg [31:0] counter1, counter2;
always @(posedge clk or posedge rst) begin
    if(rst) begin
        clkA = 1'b0;
        clkB = 1'b0;
        counter1 = 32'd0;
        counter2 = 32'd0;
    end else if(en) begin
        if(counter1 == n/(2*k)) begin
            clkA = ~clkA;
            counter1 = 32'd0;
        end
        else counter1 = counter1 + 32'd1;
        if(counter2 == n/(2*t)) begin
            clkB = ~clkB;
            counter2 = 32'd0;
        end
        else counter2 = counter2 + 32'd1;
    end
    else begin
        clkA = clkA;
        clkB = clkB;
        counter1 = counter1;
        counter2 = counter2;
    end
end
endmodule
`timescale 1ns/1ns
module binary_to_BCD(A,ONES,TENS,HUNDREDS);
input [7:0] A;
output [3:0] ONES, TENS;
output [1:0] HUNDREDS;
wire [3:0] c1,c2,c3,c4,c5,c6,c7;
wire [3:0] d1,d2,d3,d4,d5,d6,d7;
assign d1 = {1'b0,A[7:5]};
assign d2 = {c1[2:0],A[4]};
assign d3 = {c2[2:0],A[3]};
assign d4 = {c3[2:0],A[2]};
assign d5 = {c4[2:0],A[1]};
assign d6 = {1'b0,c1[3],c2[3],c3[3]};
assign d7 = {c6[2:0],c4[3]};
add3 m1(d1,c1);
add3 m2(d2,c2);
add3 m3(d3,c3);
add3 m4(d4,c4);
add3 m5(d5,c5);
add3 m6(d6,c6);
add3 m7(d7,c7);
assign ONES = {c5[2:0],A[0]};
assign TENS = {c7[2:0],c5[3]};
assign HUNDREDS = {c6[3],c7[3]};
endmodule
module add3(in,out);
input [3:0] in;
output [3:0] out;
reg [3:0] out;
always @ (in)
	case (in)
	4'b0000: out = 4'b0000;
	4'b0001: out = 4'b0001;
	4'b0010: out = 4'b0010;
	4'b0011: out = 4'b0011;
	4'b0100: out = 4'b0100;
	4'b0101: out = 4'b1000;
	4'b0110: out = 4'b1001;
	4'b0111: out = 4'b1010;
	4'b1000: out = 4'b1011;
	4'b1001: out = 4'b1100;
	default: out = 4'b0000;
	endcase
endmodule
module MulDisp(in, Y, en,clk);
input [7:0] in;
output [6:0] Y;
output reg [3:0] en;
input clk;
initial en <= 4'b1110;
wire clkA, clkB;
clkDiv #(50000000,100,1) Clo (clk, clkA, clkB, 1'b1, 1'b0);
wire [3:0] ONES, TENS;
wire [1:0] HUNDREDS;
binary_to_BCD Bit0(in,ONES,TENS,HUNDREDS);
reg [3:0]into;
Sevenseg Bit1(into, Y);
always @(en) begin
case(en)
    4'b1110: into <= ONES;
    4'b1101: into <= TENS;
    4'b1011: into <= {2'd0, HUNDREDS};
    4'b0111: into <= 4'd0;
endcase
end
always @(posedge clkA) begin
    en = {en[0],en[3],en[2],en[1]};      
end
endmodule
module Sevenseg(in, out);
	input [3:0] in;
	output reg [6:0] out;
	always @ (in) begin 
		case(in)
			4'd0: out =7'b0000001;
			4'd1: out =7'b1001111;
			4'd2: out =7'b0010010;
			4'd3: out =7'b0000110;
			4'd4: out =7'b1001100;
			4'd5: out =7'b0100100;
			4'd6: out =7'b0100000;
			4'd7: out =7'b0001111;
			4'd8: out =7'b0000000;
			4'd9: out =7'b0000100;
			4'd10: out =7'b0001000;
			4'd11: out =7'b1100000;
			4'd12: out =7'b0110001;
			4'd13: out =7'b1000010;
			4'd14: out =7'b0110000;
			4'd15: out =7'b0111000;
			default: out= 7'b1111111;
		endcase
	end
endmodule

===== run.sh =====
#!/bin/bash
# OpenROAD 26Q1-2900-gdf79404cd8, Yosys 0.63+post, stock flow scripts
make -C /OpenROAD-flow-scripts/flow DESIGN_CONFIG=/design/flow/config.mk WORK_HOME=/design/flow/orfs finish

==> flow_summary.json <==
{
  "ctsHoldBuffers": 0,
  "hpwlAfterDp_um": 3640,
  "hp-start": "Clo.counter1[0]$_SDFF_PN0_",
  "initial_core_util": 0.312,
  "simple_gate_area_frac": 0.281,
  "met2_length_um": 2370,
  "holdPathEnd": "Clo.counter1[0]$_SDFF_PN0_",
  "power_frac_seq": 0.481,
  "clock_latency_ps": 290,
  "drt-wirelength-per-cell_um": 11.6,
  "synth_cells": 317,
  "ys_warn_count": 4,
  "lay_top_count": "dfxtp_1",
  "powerDensity_nw_per_um2": 184,
  "area_growth_pct": 13.6,
  "top_cells_by_area": "dfxtp_1 (28%), xnor2_1 (7.4%), nand2_1 (4.5%)",
  "vias_per_cell": 5.21,
  "diodes": 0,
  "final_layout_size_suffix_gt1_frac": 0.0518,
  "startpoint": "Clo.counter1[10]$_SDFF_PN0_",
  "arrival_ps": 2070,
  "period_used_share": 0.372,
  "rsz0062_at_grt": "no",
  "leakage_nw": 1.08,
  "ys.flops": 41,
  "yosysTopAreaCell": "dfxtp_1",
  "die_w_um": 94.9,
  "ys_sh_adder": 0.0387,
  "numCtsBuffers": 5,
  "via_count": 2255,
  "xor_area_frac": 0.108,
  "vdd_ir_drop_max_uv": 169,
  "r2r_cells": 6,
  "setup_viol": 0,
  "worst_setup_path_start_kind": "flip-flop",
  "gp_congestion": 0.821,
  "power.switching_uw": 130,
  "ios": 20,
  "cap_violations": 0,
  "clkPwrFrac": 0.393,
  "status": "finished clean",
  "grt_max_degree": 29,
  "rr_endpoint": "Clo.counter1[31]$_SDFF_PN0_",
  "core_um2": 8300,
  "clk_pin_slew_ps": 60,
  "cts_tree": "yes",
  "rows": 33,
  "critical_path_class": "flip-flop to flip-flop",
  "tightest_slew_ps": 829,
  "finalHoldViolations": 0,
  "drc_errors": 0,
  "edf_count": 1,
  "unclocked_pins": 8,
  "avgSynthCellArea_um2": 8.17,
  "cts_resized": 0,
  "top_cell_area_share": 0.278,
  "min_path_type": "flip-flop to flip-flop",
  "dr.pass1.iters": 4,
  "first_iter_violations": 71,
  "internal-power_uw": 411,
  "cts_setup_buffers": 0,
  "untimed_endpoints": 19,
  "grt_usage": 0.121,
  "yosysCellCount": 317,
  "end_kind": "flip-flop",
  "tool_warnings": 31,
  "synthAoiAreaFrac": 0.168,
  "fill_cells": 846,
  "ys_async_sr_fraction": 0,
  "clk_root_buffer_cell": "clkbuf_8",
  "final_cell_mix": "dfxtp_1 (36), nand2_1 (31), xnor2_1 (22), nor2_1 (22), o21ai_0 (21)",
  "mux_share": 0.0401,
  "grt_pass1_wl_um": 8870,
  "cts-htree-levels": 2,
  "grt_pass1_vias": 2059,
  "fmaxAchievable_mhz": 527,
  "met1_length_um": 2440,
  "drv_slew": 0,
  "p_total_uw": 541,
  "min_period_ps": 1900,
  "ff_type": "dfxtp_1",
  "fin_skew_ps": 6.61,
  "ys_area_um2": 2590,
  "ys_top_logic_family": "simple AND/OR/NAND/NOR gates",
  "swShare": 0.240,
  "holdWs_ps": 460,
  "fp.dieH_um": 94.9,
  "setup_tns_ps": 0,
  "required_ps": 5280,
  "regArea_um2": 811,
  "pwr-share-comb": 0.126,
  "path_max_fanout": 6,
  "holdPathStages": 1,
  "r2r_setup_slack_ps": 3200,
  "grt-ovfl-total": 0,
  "wl_met3_um": 147,
  "max_slew_margin": 0.445,
  "ant_nets": 0,
  "finalWirelength_um": 5010,
  "rr_startpoint": "Clo.counter1[10]$_SDFF_PN0_",
  "synthesis.area_um2": 2590,
  "antenna_found_initial": 0,
  "synth_cell_types": 60,
  "final-comb-area_um2": 1650,
  "highest_layer": "met4",
  "clockBufferDepth": 2,
  "die_area_um2": 9000,
  "numPortBuffers": 19
}
layout make-up:
class	count	share of cell area
Clock inverter	1	0.00170
Sequential cell	41	0.276
Multi-Input combinational cell	246	0.560
Inverter	12	0.0153
Clock buffer	7	0.0328
Tap cell	105	0.0447
Timing Repair Buffer	21	0.0698
critical path, stage by stage (launching register included):
cell     delay (ps)
dfxtp_1         440
nand4_2         220
nor4_4          360
and2b_1         290
and4_1          250
nand3_1         100
xnor2_1         130
metal layers:
layer / track usage / vias to the layer above
li1: - / 1159
met1: 0.167 / 1061
met2: 0.211 / 30
met4: 0.0114 / 0
met5: 0 / -
met3: 0.0163 / 5
registers in the layout (all words and copies together), names as in the netlist:
name	cells
Clo.counter1	32
Clo.clkA	1
en	4
into	4
cell families (layout without fill, tap and decap cells):
| kind of cell | after synthesis | after routing |
|---|---|---|
| mux | 9 | 9 |
| fa+ha+maj | 8 | 8 |
| xor+xnor | 32 | 32 |
| latches | 4 | 4 |
| compound gates | 65 | 65 |
| simple gates | 132 | 132 |
| buf+inv | 30 | 41 |
| flops | 37 | 37 |
synth_stat cells (2+ instances only):
master	count
o2bb2ai_1	2
dfxtp_1	36
and4_1	2
buf_4	3
nand2_1	31
nand2b_1	6
nor4b_1	4
o211ai_1	3
inv_1	12
ha_1	8
a31oi_1	3
nand4_1	10
xnor2_1	22
nor2b_1	10
mux2i_1	7
o22ai_1	3
nand4b_1	2
nor3_1	7
dlxtn_1	4
buf_2	6
nor3b_1	3
or3_1	3
nand3_1	11
xor2_1	10
o21ai_0	21
nor2_1	22
o31ai_1	4
a22o_1	2
or2b_1	2
o32ai_1	2
a21oi_1	9
o221ai_1	2
nor4_1	2
clkbuf_1	8
and2_1	4
and3_1	6
o221a_2	2
power by group through the flow:
stage     combinational (mW)  clock (mW)  sequential, mW
4_1_cts               0.0679       0.217           0.260
5_1_grt               0.0770       0.231           0.260
6_report              0.0680       0.213           0.260
how the worst max path moves through the flow:
stage / end / cells past startpoint
after CTS: Clo.counter1[31]$_SDFF_PN0_ / 6
after global routing: Clo.counter1[31]$_SDFF_PN0_ / 6
final: Clo.counter1[31]$_SDFF_PN0_ / 6
stage by stage:
step | setup slack, ps | area (µm²) | cells | utilization
2_1_floorplan | 3330 | 2590 | 317 | -
3_3_place_gp | 3240 | 2840 | 425 | 0.342
3_5_place_dp | 3210 | 2840 | 425 | 0.342
4_1_cts | 3190 | 2940 | 433 | 0.354
5_1_grt | 3050 | 2940 | 433 | 0.354
6_report | 3200 | 2940 | 433 | 0.354
No activity file was given, so power comes from the tool's default toggle rates.
